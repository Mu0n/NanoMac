===== /design/flow/config.mk =====
export PLATFORM = sky130hd
export DESIGN_NAME = osd_u8g2
export DESIGN_NICKNAME = osd_u8g2
export VERILOG_FILES = /design/flow/design.v
export SDC_FILE = /design/flow/constraint.sdc
export NUM_CORES = 4
export LEC_CHECK = 1
export CORE_UTILIZATION = 30
export SYNTH_MEMORY_MAX_BITS = 65536

===== /design/flow/constraint.sdc =====
current_design osd_u8g2

set clk_period 237.5
set clk_io_pct 0.2

create_clock -name clk0 -period $clk_period [get_ports {clk}]

set non_clock_inputs [all_inputs -no_clocks]
set_input_delay [expr $clk_period * $clk_io_pct] -clock clk0 $non_clock_inputs
set_output_delay [expr $clk_period * $clk_io_pct] -clock clk0 [all_outputs]

===== /design/flow/design.v =====
module osd_u8g2 #(parameter H_OFFSET=0, parameter V_OFFSET=0) (
  input        clk,
  input        reset,
  input        data_in_strobe,
  input        data_in_start,
  input [7:0]  data_in,
  input        hs,
  input        vs, 
  input [5:0]  r_in,
  input [5:0]  g_in,
  input [5:0]  b_in,
  output [5:0] r_out,
  output [5:0] g_out,
  output [5:0] b_out
);
reg enabled;
reg vsD, hsD;
reg [11:0] hcnt;     
reg [11:0] hcntL;
reg [9:0] vcnt;     
reg [9:0] vcntL;
wire active, sactive, tactive;
assign r_out = !enabled?r_in:active?osd_r:sactive?{1'b0, r_in[5:1]}:r_in;
assign g_out = !enabled?g_in:active?osd_g:sactive?{1'b0, g_in[5:1]}:g_in;
assign b_out = !enabled?b_in:active?osd_b:sactive?{1'b0, b_in[5:1]}:b_in;   
wire	   osd_pix;  
wire [5:0] osd_pix_col;
wire [5:0] osd_r = (tactive && osd_pix)?osd_pix_col:sactive?{4'b0100, r_in[5:4]}:{3'b010, r_in[5:3]};
wire [5:0] osd_g = (tactive && osd_pix)?osd_pix_col:sactive?{4'b0000, g_in[5:4]}:{3'b000, g_in[5:3]};
wire [5:0] osd_b = (tactive && osd_pix)?osd_pix_col:sactive?{4'b0100, b_in[5:4]}:{3'b010, b_in[5:3]};  
wire [11:0] hstart = (hcntL/2)-8*16*2/2 + H_OFFSET;
wire [9:0]  vstart = (vcntL/2)-8*8*2/2 + V_OFFSET;
wire	    hactive = hcnt >= hstart-2*2 && hcnt < hstart+2*2+8*16*2;
wire	    vactive = vcnt >= vstart-2*2 && vcnt < vstart+2*2+8*8*2;
assign      active = hactive && vactive;  
wire	    thactive = hcnt >= hstart && hcnt < hstart+8*16*2;
wire	    tvactive = vcnt >= vstart && vcnt < vstart+8*8*2;
assign 	    tactive = thactive && tvactive;  
wire	    shactive = hcnt >= hstart-2*2+2*4 && hcnt < hstart+2*2+2*4+8*16*2;
wire	    svactive = vcnt >= vstart-2*2+2*4 && vcnt < vstart+2*2+2*4+8*8*2;
assign	    sactive = shactive && svactive;  
reg [7:0] buffer [1024];  
reg [9:0] data_cnt;
reg [7:0] command;
reg data_addr_state;
always @(posedge clk) begin
    if(reset) begin
        enabled <= 1'b0;
    end else begin
      if(data_in_strobe) begin
        if(data_in_start) begin
            command <= data_in;
            data_addr_state <= 1'b1;
            data_cnt <= 10'd0;
        end else begin
            data_addr_state <= 1'b0;
            if((command == 8'd1) && data_addr_state)
                enabled <= data_in[0];    
            if(command == 8'd2) begin
                if(data_addr_state)
                    data_cnt <= { data_in[6:0], 3'b000 };
                else begin	 
                    buffer[data_cnt] <= data_in;
                    data_cnt <= data_cnt + 10'd1;
                end
            end
         end
      end
   end
end
wire [7:0] hpix  = hcnt-hstart;   
wire [7:0] hpixD = hpix+1;        
wire [6:0] vpix  = vcnt-vstart;   
assign osd_pix = buffer_byte[vpix[3:1]];
reg [7:0] buffer_byte;
always @(posedge clk)
   buffer_byte <= buffer[{ vpix[6:4], hpixD[7:1] }];
assign osd_pix_col = 6'd63;
always @(posedge clk) begin
   hsD <= hs;
   if(hs && !hsD) begin
      hcntL <= hcnt;
      hcnt <= 0;
   end else
     hcnt <= hcnt + 12'd1;
   if(hs && !hsD) begin
      vsD <= vs;
      if(!vs && vsD) begin
         vcntL <= vcnt;
         vcnt <= 0;
      end else
        vcnt <= vcnt + 10'd1;
   end
end
endmodule

===== /design/flow/run.sh =====
#!/bin/bash
# OpenROAD 26Q1-2900-gdf79404cd8, Yosys 0.63+post, stock flow scripts
make -C /OpenROAD-flow-scripts/flow DESIGN_CONFIG=/design/flow/config.mk WORK_HOME=/design/flow/orfs finish

==> results.json <==
{
  "worstHoldPathType": "reg2reg",
  "timing.rr.start": "hcntL[3]$_DFFE_PP_",
  "instances_no_fill": 31100,
  "edf_count": 8242,
  "cpPeakStageDelay_ns": 0.56,
  "worstSetupPathType": "in2out",
  "ys_cells": 15600,
  "warning_count": 97,
  "rsz0062_at_grt": "no",
  "ioPinCount": 50,
  "seqPwrFrac_pct": 34.7,
  "topCellsByArea": "edfxtp_1 76%, mux4_2 15%, nor2_1 1.3%, mux2i_1 1.2%, nand2_1 1.1%",
  "crit_arrival_ns": 49.34,
  "antenna_found_initial": 65,
  "cts_setup_buffers": 0,
  "htreeDepth": 6,
  "slowest_stage": "clkdlybuf4s50_1",
  "synthCells": 15600,
  "place.gp.congestion": 0.889,
  "clockPowerShare_pct": 26.4,
  "largest_area_cell": "edfxtp_1",
  "setup_viol": 0,
  "relSlewSlack_pct": 23.5,
  "max_freq_mhz": 10.3,
  "drv_cap": 0,
  "drive_above_1_share_pct": 23.1,
  "dieWidth_mm": 1.04,
  "cts-hold-fix-buffers": 0,
  "clockBufferDepth": 4,
  "io_buffers": 49,
  "async_flop_share_pct": 0,
  "internal_power_uw": 3010,
  "worst_pin_slew_ns": 1.14,
  "synth_area_per_cell_um2": 20.8,
  "synth_warnings": 1,
  "lay_top_cells": "8,242 x edfxtp_1, 2,151 x mux4_2, 1,146 x nor2_1",
  "p_leak_uw": 0.112,
  "place_area_mm2": 0.344,
  "ys_types": 88,
  "postSynthSeqShare_pct": 76.4,
  "die_y_mm": 1.04,
  "min_from": "hcnt[0]$_SDFF_PP0_",
  "tns_ns": 0,
  "fp-utilization_pct": 30.1,
  "ys.flops": 8264,
  "utilization_pct": 34.3,
  "p_sw_share_pct": 34.8,
  "worstSetupStartpointType": "input pin",
  "cts_sinks": 8264,
  "worstPathMaxFanout": 3,
  "fin_skew_ns": 0.0567,
  "first_pass_iters": 7,
  "syn_to_final_growth_pct": 13.7,
  "grt_use_total_pct": 16.7,
  "drc": 0,
  "cts_buffers": 813,
  "design_area_mm2": 0.369,
  "crit_chain": "clkdlybuf4s50_1, inv_1, a21oi_1, a211oi_1, nor3_1, clkdlybuf4s50_1",
  "pwr-share-comb_pct": 38.9,
  "finalWirelength_mm": 853,
  "drtIter0Drc": 9970,
  "flop_area_mm2": 0.248,
  "core_mm2": 1.08,
  "grt_pass1_wl_mm": 1220,
  "synth_top_area_share_pct": 76.3,
  "ir_drop_mv": 0.0145,
  "overflow": 0,
  "end_kind": "primary output",
  "clkLatencyLatePin_ns": 1.14,
  "combGateArea_mm2": 0.0726,
  "cp.required_ns": 190.00,
  "post_drt_wl_per_cell_um": 27.4,
  "finalWorstSetupSlack_ns": 140.66,
  "dp_hpwl_mm": 515,
  "nFillCells": 98700,
  "clk_pin_slew_worst_paths_ns": 0.06,
  "critPathLaunch": "r_in[4]",
  "fin_crit_ns": 96.84,
  "dieArea_mm2": 1.09,
  "outcome": "complete, no violations",
  "power_density_mw_per_mm2": 12.5,
  "dp_slack_ns": 140.77,
  "drv_slew": 0,
  "tritoncts": "yes",
  "period_used_pct": 40.8,
  "flop_cell": "edfxtp_1",
  "switching_power_uw": 1610,
  "mostFrequentLayoutCell": "edfxtp_1",
  "rows": 381,
  "path_common_cell": "clkdlybuf4s50_1",
  "final_hold_viol_count": 0,
  "ys_area_mm2": 0.325,
  "cts-resized-gates": 0,
  "grt_pass1_vias": 172000,
  "vias": 157000,
  "cts_root_buf": "clkbuf_16",
  "grt_max_degree": 133,
  "postRouteAntennaNets": 0,
  "synth_area_mm2": 0.325,
  "avgViaCountPerCell": 5.03,
  "dp.cells": 29600
}
==> registers in the layout (all words and copies together), names as in the netlist <==
name and count:
hcntL 11, command 8, vsD 1, data_addr_state 1, hsD 1, enabled 1, vcntL 9, data_cnt 10
buffer 8192, hcnt 12, vcnt 10, buffer_byte 8
==> through the flow <==
step,total power [µW],hold WS (ns)
after floorplan,2820,0.441
after global placement,3450,0.462
after detailed placement,3450,0.480
after CTS,4670,0.495
after global routing,4820,0.517
final,4630,0.487
==> Yosys cell counts (10+ instances only) <==
library cell  number
nand3_1          287
a221o_1           13
nor3_1            54
ha_1             131
and3_1            50
a32oi_1          120
mux4_2          2151
edfxtp_1        8242
o21ai_0          101
o221ai_1          12
a41oi_1           16
buf_4             27
a311oi_1          32
a211oi_1          23
mux2i_1          375
a21o_1            15
nor2_1          1152
and2_1            27
nand2b_1          11
o21a_1            12
clkbuf_1         493
a21oi_1          102
nand4_1           83
nand2_1          956
buf_2            310
a32o_1            49
dfxtp_1           22
o21ai_1           11
inv_1             85
a221oi_1          98
o211ai_1          27
a31oi_1           42
nor2b_1           23
a2111oi_0         14
xor2_1            36
o22ai_1           10
a22oi_1           35
buf_1            146
nor3b_1           12
xnor2_1           41
==> cells by family (layout without fill, tap and decap cells) <==
logic type | after synthesis | after routing | share of synthesized area (%)
DFF | 8264 | 8264 | 76.4
and+or+nand+nor | 2712 | 2712 | 3.51
muxes | 2528 | 2528 | 16.1
buffers and inverters | 1068 | 2172 | 1.40
AOI/OAI and AO/OA | 790 | 790 | 1.84
adders and majority gates | 138 | 138 | 0.548
xor gates and xnor gates | 81 | 81 | 0.231
other | 0 | 76 | 0
==> worst max-delay path: cells and delay by family <==
| kind | cells | cell delay, ns |
|---|---|---|
| simple gates | 1 | 0.39 |
| buf+inv | 3 | 1.21 |
| compound gates | 2 | 0.24 |
==> layer usage <==
metal  track usage (%)  up-vias  wire length, µm
li1                  -    65600                -
met1              17.8    80300           268000
met2              24.6     9082           395000
met3              13.7     1550           153000
met4              5.60       84            35200
met5              1.05        -             1630
==> power by group through the flow <==
stage         clock network, µW  registers (µW)  logic [µW]
CTS                        1240            1610        1820
global route               1290            1610        1920
finish                     1220            1610        1800
==> final timing paths <==
check / end / cells past startpoint / slack (ns)
setup / recovery: r_out[1] / 6 / 140.66
hold / removal: hcnt[0]$_SDFF_PP0_ / 1 / 0.49
setup reg to reg: buffer_byte[5]$_DFF_P_ / 13 / 229.32
hold reg to reg: hcnt[0]$_SDFF_PP0_ / 1 / 0.49
==> layout make-up <==
type                    count  area share (%)
inverters                  86          0.0874
clock inverters           429           0.987
clock buffers            1055            5.80
flip-flops and latches   8264            67.2
diodes                     76          0.0515
well taps               14400            4.87
repair buffers            602            1.37
multi-input cells        6249            19.7
No activity file was given, so power comes from the tool's default toggle rates.
